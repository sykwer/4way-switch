--- /design/flow/design.v ---
module ackor (ack0, ack1, ack2, ack3, ack);
  input ack0, ack1, ack2, ack3;
  output ack;
  assign ack = ack0 || ack1 || ack2 || ack3;
endmodule
module arb (req0, req1, req2, req3, ack0, ack1, ack2, ack3, clk, rst);
  input clk, rst;
  input req0, req1, req2, req3;  
  output ack0, ack1, ack2, ack3;  
  reg [3:0] lead;  
  reg [2:0] ack;  
  wire [3:0] first, second, third, forth;
  wire [3:0] reqs;
  assign first = lead;
  assign second = (lead + 1) % 4;
  assign third = (lead + 2) % 4;
  assign forth = (lead + 3) % 4;
  assign reqs = {req3, req2, req1, req0};
  assign ack0 = (req0 && ack == 1);
  assign ack1 = (req1 && ack == 2);
  assign ack2 = (req2 && ack == 3);
  assign ack3 = (req3 && ack == 4);
  always @(posedge clk) begin
    if (rst) begin
      lead <= 0;
      ack <= 0;
    end else begin
      if (ack != 0) begin
        if ((ack == 1 && !req0) || (ack == 2 && !req1) || (ack == 3 && !req2) || (ack == 4 && !req3)) begin
          ack <= 0;
        end
      end else begin
        if (reqs[first]) begin
          ack <= first + 1;
          lead <= (lead + 1) % 4;
        end else if (reqs[second]) begin
          ack <= second + 1;
          lead <= (lead + 1) % 4;
        end else if (reqs[third]) begin
          ack <= third + 1;
          lead <= (lead + 1) % 4;
        end else if (reqs[forth]) begin
          ack <= forth + 1;
          lead <= (lead + 1) % 4;
        end else begin
        end
      end
    end
  end
endmodule
module cb(i0, i1, i2, i3, o0, o1, o2, o3, d0, d1, d2, d3);
  input [9:0] i0, i1, i2, i3;
  input [3:0] d0, d1, d2, d3;
  output [9:0] o0, o1, o2, o3;
  cbsel cbsel0(i0, i1, i2, i3, o0, d0);
  cbsel cbsel1(i0, i1, i2, i3, o1, d1);
  cbsel cbsel2(i0, i1, i2, i3, o2, d2);
  cbsel cbsel3(i0, i1, i2, i3, o3, d3);
endmodule
module cbsel (in0, in1, in2, in3, out, port);
  input [9:0] in0, in1, in2, in3;
  input [3:0] port;
  output[9:0] out;
  assign out = (port == 4'b0000) ? 0 :
               (port == 4'b0001) ? in0 :
               (port == 4'b0010) ? in1 :
               (port == 4'b0100) ? in2 :
               (port == 4'b1000) ? in3 :
               9'bx;
endmodule
module fifo(in, we, full, out, re, empty, clk, rst);
  input clk, rst, we, re;
  input [9:0] in;
  output [9:0] out;
  output empty, full;
  reg [4:0] head, tail;
  reg [9:0] buffer [0:16];  
  wire [4:0] next_head;
  wire [4:0] next_tail;
  assign out = buffer[head];
  assign next_head = (head + 1) % 17;
  assign next_tail = (tail + 1) % 17;
  assign empty = (head == tail);
  assign full = (next_tail == head);
  integer i;
  always @(posedge clk) begin
    if (rst) begin
      head <= 0;
      tail <= 0;
      for (i = 0; i <= 16; i++) begin
        buffer[i] = 0;
      end
    end else begin
      if (we & !full) begin
        buffer[tail] <= in;
        tail <= next_tail;
      end
      if (re & !empty) begin
        head <= next_head;
      end
    end
  end
endmodule
module ib(pkti, pkto, req, ack, full, clk, rst);
  input ack, clk, rst;
  input [9:0] pkti;
  output full;
  output [9:0] pkto;
  output [3:0] req;
	wire [3:0] reqi;
	mkwe mkwe(pkti, we);  
	fifo fifo(pkti, we, full, pkto, re, empty, clk, rst);
	isbm isbm(pkto[9:8], re, empty, reqi, req, ack, clk, rst);
	mkreq mkreq(pkto, reqi, clk, rst);
endmodule
module isbm(cmd, re, empty, reqi, req_out, ack, clk, rst);
  input clk, rst, empty, ack;
  input [1:0] cmd;
  input [3:0] reqi;
  output re;
  reg [3:0] req;
  reg [1:0] mode;
  localparam MODE_WAIT_HEAD = 2'b00;
  localparam MODE_WAIT_ACK = 2'b01;
  localparam MODE_WAIT_TAIL = 2'b10;
  localparam CMD_HEAD = 2'b10;
  localparam CMD_TAIL = 2'b11;
  output [3:0] req_out;
  assign req_out = req;
  assign re = ack;
  always @(posedge clk) begin
    if (rst) begin
      mode <= MODE_WAIT_HEAD;
      req <= 0;
    end else begin
      if (mode == MODE_WAIT_HEAD && cmd == CMD_HEAD) begin
        mode <= MODE_WAIT_ACK;
        req <= reqi;
      end else if (mode == MODE_WAIT_ACK && ack) begin
        mode <= MODE_WAIT_TAIL;
      end else if (mode == MODE_WAIT_TAIL && cmd == CMD_TAIL) begin
        mode <= MODE_WAIT_HEAD;
        req <= 0;
      end else begin
      end
    end
  end
endmodule
module mkreq(pkt, req, clk, rst);
  input clk, rst;
  input [9:0] pkt;
  output [3:0] req;
  assign req = pkt[9:8] == 2'b10 ? (1 << pkt[1:0]) : 0;
endmodule
module mkwe (pkt, we);
  input [9:0] pkt;
  output we;
  assign we = pkt[9:8] != 0;
endmodule
module sw(i0, i1, i2, i3, o0, o1, o2, o3, clk, rst);
  input clk, rst;
  input [9:0] i0, i1, i2, i3;
  output [9:0] o0, o1, o2, o3;
	wire [9:0] co0, co1, co2, co3;  
	wire [3:0] req0, req1, req2, req3;  
	ib ib0(i0, co0, req0, ack0, full0, clk, rst);
	ib ib1(i1, co1, req1, ack1, full1, clk, rst);
	ib ib2(i2, co2, req2, ack2, full2, clk, rst);
	ib ib3(i3, co3, req3, ack3, full3, clk, rst);
	ackor ackor0(ack00, ack10, ack20, ack30, ack0);
	ackor ackor1(ack01, ack11, ack21, ack31, ack1);
	ackor ackor2(ack02, ack12, ack22, ack32, ack2);
	ackor ackor3(ack03, ack13, ack23, ack33, ack3);
	arb arb0(req0[0], req1[0], req2[0], req3[0], ack00, ack01, ack02, ack03, clk, rst);
	arb arb1(req0[1], req1[1], req2[1], req3[1], ack10, ack11, ack12, ack13, clk, rst);
	arb arb2(req0[2], req1[2], req2[2], req3[2], ack20, ack21, ack22, ack23, clk, rst);
	arb arb3(req0[3], req1[3], req2[3], req3[3], ack30, ack31, ack32, ack33, clk, rst);
	cb cb(co0, co1, co2, co3, o0, o1, o2, o3,
		{ack03, ack02, ack01, ack00}, {ack13, ack12, ack11, ack10},
		{ack23, ack22, ack21, ack20}, {ack33, ack32, ack31, ack30});
endmodule
--- /design/flow/run.sh ---
#!/bin/bash
# OpenROAD 26Q1-2900-gdf79404cd8, Yosys 0.63+post, stock flow scripts
make -C /OpenROAD-flow-scripts/flow DESIGN_CONFIG=/design/flow/config.mk WORK_HOME=/design/flow/orfs finish
--- /design/flow/config.mk ---
export PLATFORM = sky130hd
export DESIGN_NAME = sw
export DESIGN_NICKNAME = sw
export VERILOG_FILES = /design/flow/design.v
export SDC_FILE = /design/flow/constraint.sdc
export NUM_CORES = 4
export LEC_CHECK = 1
export CORE_UTILIZATION = 30
--- /design/flow/constraint.sdc ---
current_design sw

set clk_period 10.0
set clk_io_pct 0.2

create_clock -name clk0 -period $clk_period [get_ports {clk}]

set non_clock_inputs [all_inputs -no_clocks]
set_input_delay [expr $clk_period * $clk_io_pct] -clock clk0 $non_clock_inputs
set_output_delay [expr $clk_period * $clk_io_pct] -clock clk0 [all_outputs]
==> summary.txt <==
Latest figures from synthesis and place and route.

The core utilization before placement is 30.1%. The quantity of I/O buffers inserted on ports is 81. The post-synthesis async set-or-reset flop share is 0%. The all-layer global routing usage is 16.8%. Compared with the post-synthesis result, the final layout area differs by 14.6%.

The signal arrival time at the worst endpoint is 5.22 ns. The total power divided by cell area is 214 nW/um^2. The met1 usage in global routing is 19.7%. The number of standard cells reported by yosys is 4336. The violation tally recorded at the end of detailed-routing iteration 0 is 2635. The TritonCTS clock tree is built. The number of clock sinks seen by CTS is 1388.

Per the slew report, the remaining headroom to the max-slew limit stands at 34.0%. The met2 global-route usage is 26.0%. Overall power consumption after layout is estimated at 15700 uW.

Looking at the clock tree report, the root buffer type is clkbuf_16. In this run the worst path has a maximum fanout of 30. The number of cells in the finished layout apart from fillers is 7406. The depth of the CTS H-tree is 4. Across the run, the number of max-cap violations was 0. The switching power summed over all nets is 4830 uW.

The flow ran to the end, and the final reports show no timing, DRC or antenna violations. The number of hold buffers added after CTS was 0. Net switching is 30.8% of the power. The cell area after synthesis is 63900 um^2. The routed layout has 38.3k vias. The vertical die dimension is 463 um.

In this run the remaining antenna-violating nets after routing total 0. For the pin with the worst max-slew slack, the measured transition is 0.962 ns. The number of placement rows is 169.

The via count of the first global-routing pass is 39.9k. The number of distinct library cell variants in the gate-level netlist after synthesis is 95. As reported, the later end of the worst-skew pair has a clock insertion delay of 0.82 ns. The dominant synthesized flop cell is edfxtp_1. The core box area is 212000 um^2. Per Yosys stat, the portion of area used by sequential elements is 63.6%. After layout, the worst path uses 72.2% of the clock period. The total length of routed wires is 171000 um. Pins over their slew limit in the final report were tallied at 0.

The floorplan step set the die width to 463 um. Fill cells in the final layout number 19.8k. Summed over all nets, the half-perimeter wirelength after detailed placement is 109000 um. The mean routed wirelength per cell is 23.1 um. The cell count after placement is 7136.

The largest individual stage delay along the critical path comes from the cell dfxtp_4. Yosys mapped a number of flops with a built-in enable equal to 1280. Before antenna repair, the detailed router went through 8 iterations. Across the VDD grid, the largest voltage drop is 0.161 mV.

The number of failing hold endpoints at the final stage is 0. The total I/O pin count is 82. Endpoints with negative setup slack in the final report add up to 0. The post-place setup slack is 3.48 ns.

The worst setup path is captured at a primary output. The cell area after placement is 68500 um^2. The post-route cell area is 73200 um^2. Setup repair after global routing left no endpoint under its margin. In the post-route analysis, the smallest setup slack over all paths is 2.78 ns. The synthesis log from Yosys contains 30 warnings. The final RePlAce weighted congestion is 0.894. The number of cells produced by synthesis is 4336.

Per the repair_timing log after CTS, setup buffers inserted total 0. The timing report gives the biggest stage delay along the critical path as 0.73 ns. The power report attributes to the combinational group a share of 21.9%. The total internal power is 10900 uW. The CTS report gives the tree buffer count as 145. The first global-routing pass estimated 255000 um of wire. According to the timing report, the data required time at the worst endpoint equals 8.00 ns.

The post-synth area from yosys stat is 63900 um^2. Per the GRT congestion report, total overflow comes to 0. The most used routing layer is met2.

The largest delay contributor family on the critical path is buffers and inverters. In the final layout, the share of cells above drive strength 1 is 20.6%. STA classifies the critical path startpoint as a flip-flop.

STA lists the startpoint of the worst register-to-register path as ib1.fifo.tail[0]$_SDFFE_PP0P_. The clock skew after layout is 0.0429 ns. The critical path goes through buf_4 > buf_4 > mux4_2 > mux4_2 > mux2_2 > a22oi_1 > a32oi_1 > clkdlybuf4s50_1.

The count of warning messages emitted by the tools is 64. The routed design could run at a clock period as short as 7.22 ns. The flop and latch count out of synthesis is 1388. The floorplan die area is 215000 um^2. The worst setup path is of the flip-flop to primary output kind. The per-cell via count in the routed design is 5.17. The initial antenna violation count is 6.

In this run, flip-flops and latches consume 44.8% of the power. The met3 capacity usage during global routing is 10.4%. Entering global routing, the biggest net connects 115 pins. After clock tree synthesis, the clock-pin slew on the worst setup and hold paths is 0.06 ns. In this run the deepest clock path goes through 3 buffers. The remaining design rule violation count is 0. The tightest min-delay check is of the flip-flop to flip-flop type.

The cell leakage power is 0.0231 uW. In the final timing run, aggregate negative setup slack is 0 ns. Per the timing report, the achievable frequency comes out to 139 MHz. Averaged over all synthesized cells, the footprint is 14.7 um^2. Per the post-run analysis, buffers plus inverters along the critical path come to 3. Gates resized during post-CTS repair numbered 0. The critical hold path startpoint is ib0.isbm.mode[1]$_DFF_P_.

The clock share of power is 33.4%.
==> power by group through the flow <==
stage | Combinational (uW) | Sequential, uW | Clock (uW)
4_1_cts | 3400 | 7020 | 5330
5_1_grt | 3710 | 7070 | 5550
6_report | 3430 | 7020 | 5240
==> placed cells by master (no fill, tap or decap), drive strengths merged, types with 18 or more instances in the layout <==
cell	n
mux2	46
clkbuf	198
clkdlybuf4s50	80
xnor2	55
nor2	660
nor4	21
or2	18
a22oi	32
dfxtp	108
a32oi	22
nor2b	28
a31o	35
mux4	405
xor2	25
o21ai	64
a21oi	78
inv	77
nor3	257
nand2	291
buf	202
a211oi	23
ha	75
and3	25
mux2i	53
edfxtp	1280
nand3	67
clkinv	58
a21o	22
==> through the flow <==
step | hold WS [ns] | util (%)
floorplan | 0.445 | -
global placement | 0.459 | 32.3
detailed placement | 0.470 | 32.3
CTS | 0.481 | 34.5
global route | 0.508 | 34.5
finish | 0.480 | 34.5
==> layout make-up <==
| type | count | area, um^2 | share of cell area (%) |
|---|---|---|---|
| sequential | 1388 | 40600 | 55.5 |
| multi-input combinational | 2569 | 21700 | 29.7 |
| clock buffer | 198 | 3910 | 5.34 |
| tap | 2821 | 3530 | 4.82 |
| timing repair buffer | 282 | 2330 | 3.19 |
| clock inverter | 69 | 749 | 1.02 |
| inverter | 76 | 285 | 0.390 |
| antenna | 3 | 7.51 | 0.0103 |
==> registers in the layout, summed over array words and instances, names as in the netlist, 320 cells and up, named ones only <==
signal	cells
ib0.fifo.buffer	320
ib1.fifo.buffer	320
ib2.fifo.buffer	320
ib3.fifo.buffer	320
==> synthesized netlist by cell type, drive strengths merged (32+ instances only) <==
cell type | number | share of area (%)
clkbuf | 166 | 0.98
mux2 | 46 | 0.81
nand2 | 291 | 1.7
a21oi | 78 | 0.61
o21ai | 64 | 0.51
xnor2 | 55 | 0.75
mux2i | 53 | 0.83
ha | 75 | 1.5
nor2 | 660 | 3.9
a31o | 35 | 0.48
buf | 137 | 1.1
inv | 72 | 0.42
mux4 | 405 | 14
dfxtp | 108 | 3.4
nor3 | 257 | 2.0
nand3 | 67 | 0.56
edfxtp | 1280 | 60
a22oi | 32 | 0.38
==> final timing paths <==
path	cells past startpoint	slack, ns	to
setup / recovery	8	2.78	o3[0]
hold / removal	2	0.48	ib0.isbm.mode[1]$_DFF_P_
setup reg to reg	16	3.95	ib1.fifo.buffer[9][8]$_SDFFCE_PN0P_
hold reg to reg	2	0.48	ib0.isbm.mode[1]$_DFF_P_
==> cell families (layout without fill, tap and decap cells) <==
family | count (synthesis) | in the layout | synth area share [%]
AND-OR/OR-AND | 438 | 438 | 4.97
XOR/XNOR | 86 | 86 | 1.31
adder cells (fa/ha/maj) | 75 | 75 | 1.47
buffers and inverters | 379 | 625 | 2.54
flip-flops | 1388 | 1388 | 63.6
multiplexers | 504 | 504 | 15.9
other | 0 | 3 | 0
AND/OR/NAND/NOR | 1466 | 1466 | 10.2
==> worst reg2reg max path: cells and delay by family (launching register included) <==
| kind | cells | cell delay, ns |
|---|---|---|
| xor gates and xnor gates | 1 | 0.21 |
| buffers and inverters | 1 | 0.28 |
| AOI/OAI and AO/OA | 4 | 1.54 |
| DFF | 1 | 0.64 |
| muxes | 1 | 0.28 |
| adders and majority gates | 3 | 1.06 |
| and+or+nand+nor | 6 | 1.73 |
==> metal layers <==
metal  up-vias  wire length (um)
met2      2129             81400
met3       302             23700
met1     18700             59500
met5         -                30
li1      17100                 -
met4         4              6460
Power figures rest on the tool's default switching activity, not on a simulated workload.
